===== flow/config.mk =====
export PLATFORM = sky130hd
export DESIGN_NAME = VGA_Graphic
export DESIGN_NICKNAME = VGA_Graphic
export VERILOG_FILES = /design/flow/design.v
export SDC_FILE = /design/flow/constraint.sdc
export NUM_CORES = 4
export LEC_CHECK = 1
export CORE_UTILIZATION = 40

===== flow/constraint.sdc =====
current_design VGA_Graphic

set clk_period 17.8
set clk_io_pct 0.2

create_clock -name clk0 -period $clk_period [get_ports {CLK_65MHz}]

set non_clock_inputs [all_inputs -no_clocks]
set_input_delay [expr $clk_period * $clk_io_pct] -clock clk0 $non_clock_inputs
set_output_delay [expr $clk_period * $clk_io_pct] -clock clk0 [all_outputs]

===== flow/design.v =====
`timescale 1ns / 1ps
module VGA_Graphic(
    input CLK_65MHz,
    input Clear,
    input GameOn,
    input VideoOn,
    input GameStartdb,
    input Bar_up,
    input Bar_down,
    input [16:0] HCount,
    input [16:0] VCount,
    output reg [3:0] Red,
    output reg [3:0] Green,
    output reg [3:0] Blue
    );
    parameter HPIXELS = 1344; 
    parameter VLINES = 806;
    parameter HBP = 296;  
    parameter HFP = 1320; 
    parameter VBP = 35;  
    parameter VFP = 803;  
    parameter HSP = 136; 
    parameter VSP = 6;  
    reg game_stop=1;
    reg refresh_time;
    reg WallOn;
    parameter WALL_R = 1080;
    parameter WALL_L = 1040;   
    always@(*)
    begin
        if(HCount > WALL_L && HCount < WALL_R)
            WallOn = 1;
        else 
            WallOn = 0;
    end
    reg BarOn;
    parameter BAR_L = 300;
    parameter BAR_R = 320;
    parameter BAR_U = 100;
    parameter BAR_S = 200;
    parameter BAR_Vel = 3;
    parameter dec=50;
    reg [16:0]  Bar_v_PS;  
    reg [16:0]  Bar_v_NS;  
    reg [16:0]  Bar_s_PS;
    reg [16:0]  Bar_s_NS;
    always@(*)
    begin
        if((HCount>BAR_L)&&(HCount<BAR_R)&&(VCount>Bar_v_PS)&&(VCount<Bar_v_PS+Bar_s_NS))
            BarOn=1;
        else
            BarOn=0;
    end
    always@(posedge CLK_65MHz) 
    if(Clear)
    begin
        Bar_v_PS<=BAR_U;
    end
    else
    begin
        Bar_v_PS<=Bar_v_NS;
    end
    always@(*)
    begin
      if(HIT_Counter_NS==2)
        Bar_s_NS = Bar_s_PS-dec;
      else if(GameStartdb == 1)
        Bar_s_NS = BAR_S;
      else if(game_stop)
        Bar_s_NS = BAR_S;
      else
        Bar_s_NS=Bar_s_PS;
    end
    always@(posedge CLK_65MHz)
    begin
        if(Clear)
                begin
                    Bar_s_PS <= BAR_S;
                end
            else
                begin
                    Bar_s_PS <= Bar_s_NS;
                end
    end
    always@(*)
    begin
      if(game_stop||~GameOn)
        Bar_v_NS=BAR_U;
      else if((Bar_up==1)&&(refresh_time==1) && (Bar_v_PS>VBP))
        Bar_v_NS=Bar_v_PS-BAR_Vel;
      else if((Bar_down==1)&&(refresh_time==1)&&(Bar_v_PS+Bar_s_NS<VFP))
        Bar_v_NS=Bar_v_PS+BAR_Vel;
      else 
        Bar_v_NS=Bar_v_PS;
    end
    reg BallOn;
    parameter BALL_L = 450;
    parameter BALL_U = 200;
    parameter BALL_S = 31;
    parameter BALL_Vel = 5;
    reg [16:0] Ball_h_PS, Ball_v_PS;  
    reg [16:0] Ball_h_NS, Ball_v_NS;  
    reg [16:0] Ball_hdir_PS, Ball_vdir_PS;  
    reg [16:0] Ball_hdir_NS, Ball_vdir_NS;  
    always@(*)
    begin
        if((HCount > Ball_h_PS) && (HCount < Ball_h_PS + BALL_S) && (VCount > Ball_v_PS) && (VCount < Ball_v_PS+BALL_S))
            BallOn = 1;
        else 
            BallOn = 0;
    end
    always@(posedge CLK_65MHz)
    begin
            if(Clear)
                begin
                    Ball_h_PS <= BALL_L;
                    Ball_v_PS <= BALL_U;
                end
            else
                begin
                    Ball_h_PS <= Ball_h_NS;
                    Ball_v_PS <= Ball_v_NS;
                end
    end
    always@(*)
    begin
        refresh_time = ((HCount ==0) && (VCount==0));
    end
    always@(*)
    begin
        if((refresh_time == 1) && (game_stop==0))
            begin
                Ball_h_NS = Ball_h_PS + Ball_hdir_PS;
                Ball_v_NS = Ball_v_PS + Ball_vdir_PS;
            end
       else if(game_stop)
            begin
                Ball_h_NS = BALL_L;
                Ball_v_NS = BALL_U;
            end
        else
            begin
                Ball_h_NS = Ball_h_PS;
                Ball_v_NS = Ball_v_PS;
            end
    end
   always@(posedge CLK_65MHz)
   begin
        if(Clear)
            begin
                Ball_hdir_PS <= BALL_Vel;
                Ball_vdir_PS <= BALL_Vel;
            end
        else
            begin
                Ball_hdir_PS <= Ball_hdir_NS;
                Ball_vdir_PS <= Ball_vdir_NS;
            end
   end
   reg[3:0] Ball_vel_PS,Ball_vel_NS;
   always@(*)
   begin
        if(Ball_h_PS+BALL_S >= WALL_L)
            begin
                Ball_hdir_NS = -Ball_vel_PS;
                Ball_vdir_NS = Ball_vdir_PS;
            end
        else if((Ball_h_PS <= BAR_R)&&(~((Ball_v_PS>Bar_v_PS+Bar_s_NS)||(Ball_v_PS+BALL_S<Bar_v_PS))))
            begin
                Ball_hdir_NS = Ball_vel_PS;
                Ball_vdir_NS = Ball_vdir_PS;
            end
        else if(Ball_v_PS <= VBP)
            begin
                Ball_hdir_NS = Ball_hdir_PS;
                Ball_vdir_NS = BALL_Vel;
            end
        else if(Ball_v_PS + BALL_S>= VFP)
            begin
                Ball_hdir_NS = Ball_hdir_PS;
                Ball_vdir_NS = -BALL_Vel;
            end
         else
            begin
                Ball_hdir_NS = Ball_hdir_PS;
                Ball_vdir_NS = Ball_vdir_PS;
            end
   end
   always@(posedge CLK_65MHz)
   begin
        if(Clear)
            Ball_vel_PS<=BALL_Vel;
        else
            Ball_vel_PS<=Ball_vel_NS;
   end
   reg [5:0] HIT_Counter_PS,HIT_Counter_NS;
   always@(posedge CLK_65MHz)
   begin
        if(Clear)
            HIT_Counter_PS <=0;
        else
            HIT_Counter_PS <= HIT_Counter_NS;
   end
   always@(*)
   begin
          if(HIT_Counter_PS==2)
                Ball_vel_NS=Ball_vel_PS+2;
          else if(game_stop)
                Ball_vel_NS = BALL_Vel;
          else if(GameStartdb)
                Ball_vel_NS =BALL_Vel;
          else
                Ball_vel_NS=Ball_vel_PS;
   end
   always@(*)
   begin
          if(HIT_Counter_PS>=2)
                HIT_Counter_NS=0;
          else if((Ball_h_PS+BALL_S >= WALL_L)  && (refresh_time==1))
                HIT_Counter_NS = HIT_Counter_PS +1;
          else if(game_stop)
                HIT_Counter_NS = 0;
          else if(GameStartdb)
                HIT_Counter_NS =0;
          else
                HIT_Counter_NS=HIT_Counter_PS;
   end
   always@(posedge CLK_65MHz)
   begin
        if(Clear)
            game_stop <=1;
        else if((Ball_h_PS <= BAR_R)&&((Ball_v_PS>Bar_v_PS+Bar_s_NS))||(Ball_v_PS+BALL_S<Bar_v_PS))
            begin
               game_stop <=1;
            end
        else if(GameStartdb == 1)
            game_stop <= 0;
        else if(GameOn==0)
            game_stop<=1;
   end
   always@(*)
    begin
        Red = 4'b0000; 
        Green = 4'b0000; 
        Blue = 4'b0000;
        if (VideoOn == 1 && GameOn == 1 && BallOn==1)   
        begin
            Red = 4'b1111; 
            Green = 4'b0000; 
            Blue = 4'b0000;
        end   
        else if (VideoOn == 1 && GameOn == 1 && BarOn==1)   
        begin
            Red = 4'b0000; 
            Green = 4'b0000; 
            Blue = 4'b1111;
        end   
        else if (VideoOn == 1 && GameOn == 1 && WallOn==1)   
        begin
            Red = 4'b0000; 
            Green = 4'b0000; 
            Blue = 4'b1111;
        end     
        else if (VideoOn == 1 && GameOn == 1)   
        begin
            Red = 4'b1111; 
            Green = 4'b1111; 
            Blue = 4'b0000;
        end
        else if (VideoOn == 1)  
        begin
            Red = 4'b1111; 
            Green = 4'b1111; 
            Blue = 4'b1111;
        end
    end 
endmodule

===== flow/run.sh =====
#!/bin/bash
# OpenROAD 26Q1-2900-gdf79404cd8, Yosys 0.63+post, stock flow scripts
make -C /OpenROAD-flow-scripts/flow DESIGN_CONFIG=/design/flow/config.mk WORK_HOME=/design/flow/orfs finish

==> flow_metrics.tcl <==
# place-and-route summary
set metrics [dict create \
    maximum_number_of_pins_on_one_net_before_global_route_repair 44 \
    p_int_mw 0.347 \
    worst_hold_path.num_cells 2 \
    grt_pass1_wl_mm 50.2 \
    sequentialPowerShare_pct 42.1 \
    clock_tree.buffer_depth 2 \
    cpPeakStageDelay_ns 0.80 \
    asyncSetResetFlopFracSynth_pct 0 \
    most_numerous_cell_types_in_the_synthesized_netlist "sky130_fd_sc_hd__ha_1, sky130_fd_sc_hd__nand2_1, sky130_fd_sc_hd__a21oi_1, sky130_fd_sc_hd__inv_1, sky130_fd_sc_hd__nor2_1" \
    synth.distinct_cells 81 \
    final_max_slew_viol_count 0 \
    critPathArrivalTime_ns 11.48 \
    tritoncts "done" \
    top_cell "sky130_fd_sc_hd__ha_1" \
    area_growth_syn_to_layout_pct 10.9 \
    hold_buffers 0 \
    p_sw_mw 0.122 \
    startpoint_type "input pin" \
    reg2reg_depth 28 \
    timing.final.setup_violations 0 \
    post-route-cell-area_um2 11800 \
    r2r_end "Ball_vdir_PS[2]" \
    numCtsBuffers 9 \
    max_cap_viol_count 0 \
    cts_setup_buffers 0 \
    post-synth-top-area-fraction_pct 23.8 \
    openroad_warnings 31 \
    initial_core_util_pct 40.8 \
    leakage_nw 5.33 \
    yosysWarningCount 1 \
    share_comb_of_total_power_pct 11.1 \
    cp-startpoint "HCount[4]" \
    place_area_um2 11500 \
    global_route.overflow_total 0 \
    boundaryPins 53 \
    swShare_pct 25.9 \
    power_frac_clock_pct 46.7 \
    synth.avg_cell_area_um2 7.76 \
    finClkSkew_ns 0.00791 \
    rr_startpoint "Ball_h_PS[1]" \
    placeableCoreArea_um2 26100 \
    part_of_the_cycle_the_worst_path_needs_pct 84.5 \
    drt-initial-drc-count 686 \
    worst_setup_path_endpoint "Blue[3]" \
    route.detailed.vias_per_inst 5.72 \
    grt_use_total_pct 24.2 \
    path_class "in -> out" \
    final_hold_viol_count 0 \
    ir_worst_vdd_mv 0.0365 \
    end_kind "output pin" \
    postSynthSeqShare_pct 16.5 \
    io_buffers 52 \
    edff_count_synth 0 \
    clk_root_buffer_cell "sky130_fd_sc_hd__clkbuf_16" \
    synth.yosys.chip_area_um2 10700 \
    cts_resized 0 \
    floorplan_row_count 59 \
    finalWirelength_mm 31.3 \
    insertedDiodeCount 0 \
    dominantRegCellSynth "sky130_fd_sc_hd__dfxtp_1" \
    syn_inst 1374 \
    unrepaired_setup_endpoints_after_global_routing "no" \
    yosys_register_bits 88 \
    post-place-ws_ns 2.81 \
    netlist_area_um2 10700 \
    drcViolationCount 0 \
    drive_above_1_share_pct 4.03 \
    hold-worst-slack_ns 0.510 \
    maxSlewHeadroom_pct 44.8 \
    grt_pass1_vias 9342 \
    cts.htree.levels 3 \
    worst-r2r-setup-slack_ns 10.18 \
    vias 10000 \
    grt_antenna_before_repair 0 \
    worst_slack_ns 2.76 \
    clock_sinks 88 \
    cpMostUsedCell "sky130_fd_sc_hd__a21oi_1" \
    totalNegativeSetupSlack_ns 0 \
    max_freq_ghz 0.0665 \
    power.density_nw_per_um2 39.7 \
    insertion_delay_ns 0.36 \
    hp-class "reg -> reg" \
    route.detailed.wl_per_inst_um 17.8 \
    critPathRequiredTime_ns 14.24 \
    critical-path-slowest-cell "sky130_fd_sc_hd__nor4_1" \
    outcome "completed" \
    dp.final_hpwl_mm 25.6 \
    worstMarginPinSlew_ns 0.820 \
    synth.largest_area_cell "sky130_fd_sc_hd__ha_1" \
    worst-path-max-fanout 43 \
    drtAntennaViolNets 0 \
    yosys_cells 1374 \
    cts.reportedPaths.clkPinSlew_ns 0.07 \
    drt_first_pass_iters 22 \
    floorplan.die_area_um2 27300 \
    weighted_congestion_at_the_end_of_routability_driven_global_placement 1.01 \
    ys_top_cells_by_area "sky130_fd_sc_hd__ha_1, sky130_fd_sc_hd__dfxtp_1, sky130_fd_sc_hd__a21oi_1, sky130_fd_sc_hd__xnor2_1, sky130_fd_sc_hd__nand2_1" \
    die_extent_in_x_um 165 \
    die_height_um 165 \
    timing.final.crit_period_ns 15.04 \
    post-layout-total-power_mw 0.469 \
]
[worst min-delay path by stage]
stage	from	to	slack (ns)
global route	Ball_vel_PS[1]	Ball_vel_PS[1]	0.53
finish	Ball_vel_PS[1]	Ball_vel_PS[1]	0.51
CTS	Ball_vel_PS[1]	Ball_vel_PS[1]	0.51
[power by group through the flow]
stage / Combinational (mW) / Sequential [mW] / Clock (mW)
CTS: 0.0523 / 0.197 / 0.224
global route: 0.0587 / 0.197 / 0.231
finish: 0.0522 / 0.197 / 0.219
[layer usage]
layer	vias to the layer above	share of wire, %	wire length, um	GRT usage (%)
li1	5132	-	-	-
met1	4623	50	15600	36.5
met2	226	43	13400	37.3
met3	38	4.8	1510	2.75
met4	0	2.4	748	5.30
met5	-	0	0	0
[cell families after synthesis]
logic type / after synthesis / synth area share (%)
simple gates: 454 / 21.3
compound gates: 387 / 23.9
fa+ha+maj: 210 / 24.9
buf+inv: 142 / 5.58
flops: 88 / 16.5
xor+xnor: 77 / 6.33
mux: 15 / 1.43
other cells: 1 / 0.0352
[metrics by stage]
step	cells	util, %
floorplan	1376	-
global placement	1735	43.9
detailed placement	1735	43.9
CTS	1751	45.2
global route	1751	45.2
finish	1751	45.2
[area by class of cell]
type	count	area (um^2)
clock buffers	9	225
flip-flops and latches	88	1760
clock inverters	7	110
inverters	106	398
well taps	335	419
fillers	2597	14300
repair buffers	60	581
multi-input cells	1146	8320
[critical path, delay by kind of cell]
kind	cells	cell delay [ns]
compound gates	8	2.06
buf+inv	4	1.50
fa+ha+maj	2	0.52
simple gates	12	3.84
[state kept, by name, indices dropped and copies added, names as in the netlist]
name,cells
Ball_hdir_PS,7
HIT_Counter_PS,6
Ball_vel_PS,4
Ball_v_PS,17
Ball_h_PS,17
Bar_v_PS,17
game_stop,1
Bar_s_PS,17
Ball_vdir_PS,2
[layout by cell type, fill, tap and decap left out, types with 25 or more instances in the layout]
cell type	n
sky130_fd_sc_hd__clkdlybuf4s50_1	52
sky130_fd_sc_hd__a21oi_1	118
sky130_fd_sc_hd__o211ai_1	29
sky130_fd_sc_hd__o21ai_0	71
sky130_fd_sc_hd__nand2_1	121
sky130_fd_sc_hd__ha_1	203
sky130_fd_sc_hd__nor2_1	93
sky130_fd_sc_hd__nand3_1	43
sky130_fd_sc_hd__nor3_1	33
sky130_fd_sc_hd__dfxtp_1	88
sky130_fd_sc_hd__nand4_1	25
sky130_fd_sc_hd__xnor2_1	56
sky130_fd_sc_hd__a21o_1	40
sky130_fd_sc_hd__inv_1	106
