File: ./config.mk
export PLATFORM = sky130hd
export DESIGN_NAME = VGA_CTRL
export DESIGN_NICKNAME = VGA_CTRL
export VERILOG_FILES = /design/flow/design.v
export SDC_FILE = /design/flow/constraint.sdc
export NUM_CORES = 4
export LEC_CHECK = 1
export CORE_UTILIZATION = 40
File: ./run.sh
#!/bin/bash
# OpenROAD 26Q1-2900-gdf79404cd8, Yosys 0.63+post, stock flow scripts
make -C /OpenROAD-flow-scripts/flow DESIGN_CONFIG=/design/flow/config.mk WORK_HOME=/design/flow/orfs finish
File: ./constraint.sdc
current_design VGA_CTRL

set clk_period 4.3
set clk_io_pct 0.2

create_clock -name clk0 -period $clk_period [get_ports {CLK_65MHz}]

set non_clock_inputs [all_inputs -no_clocks]
set_input_delay [expr $clk_period * $clk_io_pct] -clock clk0 $non_clock_inputs
set_output_delay [expr $clk_period * $clk_io_pct] -clock clk0 [all_outputs]
File: ./design.v
`timescale 1ns / 1ps
module VGA_CTRL(
    input CLK_65MHz,
    input Clear,
    output reg HSync, 
    output reg VSync,
    output reg VideoOn,
    output [16:0] HCount,  
    output [16:0] VCount
    );
    parameter HPIXELS = 1344; 
    parameter VLINES = 806;
    parameter HBP = 296;  
    parameter HFP = 1320; 
    parameter VBP = 35;  
    parameter VFP = 803;  
    parameter HSP = 136; 
    parameter VSP = 6;  
    reg [16:0]  H_present_state, H_next_state;
    always@(posedge CLK_65MHz)
        if(Clear)
            H_present_state <= 0;
        else
            H_present_state <= H_next_state;
     always@(*)
     begin
        if(H_present_state == HPIXELS-1)
            H_next_state = 0;
        else
            H_next_state = H_present_state + 1;
     end       
    assign HCount = H_present_state;
    always@(*)
        if(H_present_state < HSP)
            HSync = 0;
        else
            HSync = 1;
     reg VSync_flag;
     always@(*)
     begin
        if(H_present_state == HPIXELS-1)
            VSync_flag = 1;
        else
            VSync_flag = 0;
     end     
     reg [16:0] V_present_state, V_next_state;
     always@(posedge CLK_65MHz)
        if(Clear)
            V_present_state <= 0;
        else
            V_present_state <= V_next_state;
     always@(*)
     begin
        if(VSync_flag)
            if(V_present_state == VLINES-1)
                V_next_state = 0;
            else
                V_next_state = V_present_state + 1;             
       else
            V_next_state = V_present_state;
     end       
     assign VCount = V_present_state;
    always@(*)
        if(V_present_state < VSP)
            VSync = 0;
        else
            VSync = 1;
     always@(*)
     begin
        if((H_present_state > HBP) && (H_present_state < HFP) && (V_present_state > VBP)&& (V_present_state < VFP))
            VideoOn = 1;
        else
            VideoOn = 0;
     end
endmodule
==> changes_impl.md <==
### Changed

* Vias in the first global route at 1,544
* CTS clk-pin slew, worst paths at 80 ps
* First-pass GRT wire length at 7.47 mm
* Leak at 0.886 nW
* Post-synth EDFFs at 0
* Final Wtd Congestion at 0.839
* Final worst setup slack at 843 ps
* Most used DFF post-synth: dfxtp_1
* Detailed-route DRC error count at 0
* Startpoint types: flip-flop
* Syn Std Cell Area at 0.00184 mm^2
* Die Y at 69.7 um
* Crit-path cells: or4_1 -> nor4_1 -> and3_2 -> nand4_1 -> a21oi_1 -> clkdlybuf4s50_1
* Critical Setup Path Class: flip-flop to primary output
* First-pass DRT Iterations at 4
* WL final at 4.48 mm
* CTS tree: done
* Worst-Margin Slew at 792 ps
* Hold crit path type: flip-flop to flip-flop
* Pwr Density at 291 mW/mm^2
* ANT cells at 0
* Count of tool warnings at 27
* Worst VDD drop at 0.000166 V
* Post-route ant nets at 0
* Clk ins delay skew pair at 290 ps
* CTS buffer count at 5
* Crit path DRT at 3440 ps
* Share of cells above drive strength 1 at 7.17%
* WP data arrival at 2600 ps
* 1st-iter DRT viols at 93
* Post-place setup slack at 1160 ps
* Sequential share of the synthesized area at 37.1%
* Post-CTS Resized at 0
* Area post-placement at 0.00226 mm^2
* Busiest metal layer after global routing: met1
* Chip Area at 0.00486 mm^2
* Fp util at 41.9%
* Crit end category: primary output
* Setup tns final at 0 ps
* Largest net degree at the start of global routing at 25
* Global-route met3 utilization at 3.39%
* M1 GR Usage at 32.9%
* Async S/R FF share, synth at 0%
* Synth top area share at 37.1%
* Number of I/O port buffers at 38
* Number of clock sinks at 34
* Final Core Density at 53.7%
* Filler cells at 428
* Worst clock skew at 7.71 ps
* Slowest-stage cell, CP: or4_1
* Top cells by area: dfxtp_1, nor2_1, xor2_1
* I/O pin cnt at 39
* Post-CTS Repair Setup Buffers at 0
* Worst Path Max Fanout at 4
* Final worst path period need at 3460 ps
* Yosys cell types at 45
* Overflow after GRT at 0
* Area of the core at 0.00438 mm^2
* Syn_area_per_cell at 8.16 um^2
* Drt via density at 5.38
* Synth-to-Final Area Change at 28.3%
* Registers, synthesis at 34
* DR WL/cell at 14.1 um
* Design area at 0.00235 mm^2
* Final Hold Fails at 0
* Yosys Warn Count at 1
* H-tree Lvls at 2
* Yosys cell count at 225
* Initial antenna violation count at 0
* Slowest cell delay on critical path at 530 ps
* Setup-failing EPs final at 0
* Status: finished clean
* Die W at 69.7 um
* Max Cap Viol at 0
* Gr usage total at 19.1%
* Max Fclk at 0.289 GHz
* Final HPWL DP at 3.10 mm
* Worst-case clock buffer depth at 2
* Syn Inst Count at 225
* Area leader, netlist: dfxtp_1
* Unrepaired setup endpoints after global routing: false
* Final Slew Violations at 0
* CTS root buf: clkbuf_8
* Vias at 1,706
* CTS Hold Bufs at 0
* Final Cycle Share at 80.4%
* YS chip area at 0.00184 mm^2
* Met2 Use GR at 26.0%
* Rows at 24
* Slew headroom at 46.7%
[through the flow]
| stage | hold WS (ps) | power, mW | instances |
|---|---|---|---|
| after detailed placement | 488 | 0.443 | 309 |
| after floorplan | 441 | 0.398 | 225 |
| after global placement | 488 | 0.443 | 309 |
| after CTS | 505 | 0.692 | 317 |
| final | 499 | 0.685 | 317 |
| after global routing | 544 | 0.718 | 317 |
[final timing paths]
| path | from | endpoint | slack (ps) | cells past startpoint |
|---|---|---|---|---|
| min reg2reg | H_present_state[0] | H_present_state[0] | 500 | 1 |
| max reg2reg | V_present_state[16] | V_present_state[0] | 1790 | 6 |
| max | V_present_state[16] | VideoOn | 840 | 6 |
| min | H_present_state[0] | H_present_state[0] | 500 | 1 |
[routing by layer]
layer | up-vias | share of wire [%] | routed length [um]
met1 | 791 | 53 | 2380
met2 | 29 | 42 | 1890
met5 | - | 0 | 0
met4 | 0 | 0.98 | 44
met3 | 5 | 3.7 | 166
li1 | 881 | - | -
[final cells by class]
class	instances	area, um^2	share of cell area [%]
well taps	52	65.1	2.76
clock buffers	6	82.6	3.51
inverters	13	48.8	2.07
flip-flops and latches	34	681	28.9
multi-input cells	170	1070	45.4
repair buffers	40	395	16.8
clock inverters	2	12.5	0.531
[synth_stat cells (4+ instances only)]
cell / instances
a21o_1: 5
a21oi_1: 8
and3_1: 6
buf_2: 4
dfxtp_1: 34
ha_1: 4
inv_1: 13
nand2_1: 14
nand3_1: 16
nand4_1: 6
nor2_1: 29
nor3_1: 4
nor4_1: 5
o21ai_0: 10
o22ai_1: 6
or4_1: 5
xnor2_1: 8
xor2_1: 10
[logic make-up after synthesis]
family	synth area share (%)
AOI/OAI and AO/OA	13.8
xor gates and xnor gates	8.59
adders and majority gates	2.73
buffers and inverters	4.64
DFF	37.1
muxes	1.16
and+or+nand+nor	32.0
[power breakdown]
part	switching, mW	leakage, nW	internal, mW
combinational	0.0344	0.563	0.0541
sequential	0.0207	0.276	0.327
clock	0.120	0.0472	0.129
total	0.175	0.886	0.510
[placed cells by master, fill, tap and decap left out, types with 2 or more instances in the layout]
master,count
clkdlybuf4s50_1,38
dfxtp_1,34
nor2_1,29
nand3_1,16
nand2_1,14
inv_1,13
o21ai_0,10
xor2_1,10
a21oi_1,8
xnor2_1,8
nand4_1,6
and3_1,6
o22ai_1,6
clkbuf_8,6
or4_1,5
nor4_1,5
a21o_1,5
nor3_1,4
ha_1,4
and3_2,3
or3_1,3
o31ai_1,3
and2_1,2
o21a_1,2
and4_1,2
buf_4,2
[state kept, by name, indices dropped and copies added, names as in the netlist]
name	count
V_present_state	17
H_present_state	17
[worst max-delay path: cells and delay by family (launching register included)]
| kind | cells | cell delay [ps] |
|---|---|---|
| AND-OR/OR-AND | 1 | 160 |
| buffers and inverters | 1 | 480 |
| flip-flops | 1 | 340 |
| AND/OR/NAND/NOR | 4 | 1340 |
Power and IR drop assume default switching activity.
