File: /design/flow/run.sh
#!/bin/bash
# OpenROAD 26Q1-2900-gdf79404cd8, Yosys 0.63+post, stock flow scripts
make -C /OpenROAD-flow-scripts/flow DESIGN_CONFIG=/design/flow/config.mk WORK_HOME=/design/flow/orfs finish
File: /design/flow/config.mk
export PLATFORM = sky130hd
export DESIGN_NAME = Freqdiv
export DESIGN_NICKNAME = Freqdiv
export VERILOG_FILES = /design/flow/design.v
export SDC_FILE = /design/flow/constraint.sdc
export NUM_CORES = 4
export LEC_CHECK = 1
export CORE_AREA = 10 10 87 87
export DIE_AREA = 0 0 97 97
File: /design/flow/constraint.sdc
current_design Freqdiv

set clk_period 5.4
set clk_io_pct 0.2

create_clock -name clk0 -period $clk_period [get_ports {Clk_8MHz}]

set non_clock_inputs [all_inputs -no_clocks]
set_input_delay [expr $clk_period * $clk_io_pct] -clock clk0 $non_clock_inputs
set_output_delay [expr $clk_period * $clk_io_pct] -clock clk0 [all_outputs]
File: /design/flow/design.v
`timescale 1ns / 1ps
module Freqdiv(
    input Clk_8MHz,
    output Clk_1Hz,
    output Clk_220Hz
    );
    reg [22:0] present_state,next_state;
    always@(posedge Clk_8MHz)
       present_state<=next_state;
    always@(*)
       next_state=present_state+1;
    assign Clk_1Hz=present_state[22];
    assign Clk_220Hz=present_state[14];
endmodule
==> flow_metrics.py <==
# Synthesis and PnR figures
metrics = {
    "global_route": {
        "grt_pass1_vias": 483,
        "grt_pass1_wl_um": 2130,
        "grt_max_degree": 13,
        "track_usage_pct": 2.54,
        "grt_overflow_total": 0,
        "antenna_found_initial": 0,
    },
    "timing": {
        "fin_crit_ps": 2240,
        "skew_ps": 3.19,
        "setup_slack_ps": 3160,
        "slew_violations": 0,
        "hold_viol": 0,
        "min_period_over_period_pct": 41.5,
        "timing.slew.headroom_pct": 72.6,
        "tightest_slew_ps": 408,
        "rsz0062_at_grt": "no",
        "hold_ws_ps": 414,
        "timing.fmax_ghz": 0.446,
        "fin_tns_setup_ps": 0,
        "setup_viol": 0,
    },
    "status": {
        "status": "complete, no violations",
    },
    "synth": {
        "yosys-stat-area_um2": 865,
        "synth.most_common_cell": "dfxtp_1",
        "async_flop_share_pct": 0,
        "ys_warn_count": 1,
        "top_area_cell": "dfxtp_1",
        "ys_seq_share_pct": 53.3,
        "synth_cell_types": 15,
        "edf_count": 0,
        "synth_top_flop_cell": "dfxtp_1",
        "synthCells": 77,
        "synth_area_um2": 865,
        "yosys-top-cells-area": "dfxtp_1, xnor2_1, nand3_1",
        "common_cells": "dfxtp_1, xnor2_1, nand3_1",
        "synth-seq-cells": 23,
        "yosysTopAreaCellShare_pct": 53.3,
        "avgSynthCellArea_um2": 11.2,
        "ys_cells": 77,
    },
    "job": {
        "log.warning_count": 25,
        "maxCapViolations": 0,
    },
    "floorplanning": {
        "core_um2": 5640,
        "io_pins": 3,
        "die_x_um": 97,
        "dieArea_um2": 9410,
        "die_h_um": 97,
        "std_cell_rows": 27,
        "initCoreUtil_pct": 15.3,
    },
    "cts": {
        "cts_max_level": 1,
        "cts_post_setup_buffers_inserted": 0,
        "clockBufferDepth": 2,
        "cts_tree": "built",
        "clkLatencyLatePin_ps": 260,
        "cts_resized": 0,
        "numCtsBuffers": 3,
        "ctsRootBufferMaster": "clkbuf_8",
        "ctsHoldBuffers": 0,
        "cts.sinks": 23,
        "clkTransAtPathRegs_ps": 80,
    },
    "cells_and_area": {
        "area_growth_pct": 17.9,
        "top_regs": "present_state x23",
        "fin_area_um2": 1020,
        "ff_latch_area_um2": 460,
        "logic_area_um2": 400,
        "drive_above_1_share_pct": 8.43,
        "fill_cells": 596,
        "top_register": "present_state",
        "largest_reg_flops": 23,
        "postLayoutCoreUtil_pct": 18.1,
    },
    "worst_setup_path": {
        "cp_slowest_cell": "clkdlybuf4s50_1",
        "r2r_cells": 5,
        "cpPeakStageDelay_ps": 490,
        "r2r_start": "present_state[0]",
        "required_ps": 4320,
        "path_depth": 1,
        "cp_cell_sequence": "clkdlybuf4s50_1",
        "crit_buf_inv": 1,
        "endpoint": "Clk_220Hz",
        "crit_family": "buffers and inverters",
        "worstSetupStartpoint": "present_state[14]",
        "start_kind": "register",
        "path_class": "register to output port",
        "cp_max_fo": 6,
        "reg2reg_slack_ps": 3830,
        "r2r_end": "present_state[20]",
        "crit_arrival_ps": 1160,
        "critPathCaptureType": "output port",
    },
    "place": {
        "portBuffers": 2,
        "place_ws_ps": 3440,
        "dp_hpwl_um": 849,
        "place.gp.congestion": 0.699,
        "place_area_um2": 975,
    },
    "route": {
        "vias": 499,
        "antenna_cells": 0,
        "drc": 0,
        "wl_per_cell_um": 7.66,
        "ant_nets": 0,
        "dr.pass1.iters": 2,
        "via_per_inst": 3.22,
        "drt_iter0_markers": 34,
        "wl_um": 1190,
    },
    "pwr": {
        "p_leak_nw": 0.323,
        "powerDensity_nw_per_um2": 268,
        "peakVddDrop_v": 0.0000829,
    },
    "hold_path": {
        "hp-class": "register to register",
    },
}
==> kinds of logic after synthesis <==
logic type | share of synthesized area, %
adder cells (fa/ha/maj) | 1.45
buffers and inverters | 0.434
AND/OR/NAND/NOR | 23.6
XOR/XNOR | 21.3
flip-flops | 53.3
==> area by class of cell <==
cell class / count / share of cell area [%]
tap: 72 / 8.83
timing repair buffer: 2 / 1.96
sequential: 23 / 45.2
clock buffer: 4 / 4.42
inverter: 1 / 0.368
multi-input combinational: 53 / 39.3
==> worst min path at each step <==
stage | from | endpoint | depth (start not counted)
4_1_cts | present_state[0] | present_state[0] | 1
5_1_grt | present_state[0] | present_state[0] | 1
6_report | present_state[0] | present_state[0] | 1
==> report_power, final <==
group | total, W | switching [W] | internal (W) | leakage [nW]
Clock | 0.000104 | 0.0000515 | 0.0000525 | 0.0228
Combinational | 0.000000000115 | 0 | 0 | 0.115
Sequential | 0.000169 | 0 | 0.000169 | 0.185
==> layer usage <==
layer	track usage, %	up-vias	share of wire (%)
li1	-	277	-
met1	3.58	217	58
met2	3.48	3	35
met5	0	-	0
met3	0.645	2	2.7
met4	1.24	0	4.5
==> through the flow <==
step                power [W]  cells
global placement     0.000173    151
CTS                  0.000276    155
finish               0.000273    155
floorplan            0.000173     77
global route         0.000283    155
detailed placement   0.000173    151
==> layout by cell type, fill, tap and decap left out <==
| master | Yosys | routed |
|---|---|---|
| dfxtp_1 | 23 | 23 |
| nand2_1 | 5 | 5 |
| xnor2_1 | 17 | 17 |
| and4_1 | 3 | 3 |
| xor2_1 | 4 | 4 |
| ha_1 | 1 | 1 |
| nand4_2 | 1 | 1 |
| and4_2 | 1 | 1 |
| clkbuf_1 | 0 | 1 |
| nor4_4 | 1 | 1 |
| nand4_1 | 3 | 3 |
| inv_1 | 1 | 1 |
| clkbuf_8 | 0 | 3 |
| nand3_1 | 12 | 12 |
| and4bb_4 | 1 | 1 |
| and3_1 | 2 | 2 |
| nor2_1 | 2 | 2 |
| clkdlybuf4s50_1 | 0 | 2 |
No activity file was given, so power comes from the tool's default toggle rates.
